==> design/flow/design.v <==
module BR128 
(
  input wire RESET,
  input wire [127:0] C,
  output wire OUT
);
  supply1 VDD;
  supply0 VSS;
endmodule
module BR32 
(
  input wire RESET,
  input wire [31:0] C,
  output wire OUT
);
  supply1 VDD;
  supply0 VSS;
endmodule
module BR64 
(
  input wire RESET,
  input wire [63:0] C,
  output wire OUT
);
  supply1 VDD;
  supply0 VSS;
endmodule
module ChalShiftReg
(
  input wire  clk,
  input wire si,
  input wire rstn,
  output [127:0] c,
  output wire so
);
  reg [127:0] c;
  always @ (posedge clk or negedge rstn) begin
    if (~rstn) begin
      c[127:0] <= 0;
    end else begin
      c[127:0] <= {c[126:0], si};
    end
  end
  assign so = c[127];
endmodule
`default_nettype none
module puf 
(
    input wire reset,
    input wire [1:0] length,
    input wire [127:0] c,
    output reg out
);
  reg [3:0] reset_in;
  wire out_32;
  wire out_64;
  wire out_128;
  always @ (*) begin
    case(length)
      2'b00: begin 
               reset_in <= {3'b111, reset};
               out <= out_32;
             end
      2'b01: begin
               reset_in <= {2'b11, reset, 1'b1};
               out <= out_64; 
             end  
      2'b10: begin
               reset_in <= {1'b1, reset, 2'b11};
               out <= out_128;
             end  
      2'b11: begin
               reset_in <= {1'b1, reset, 2'b11};
               out <= out_128;
             end
    endcase
  end
  BR32 BR32_inst (
    .RESET(reset_in[0]),
    .C(c[31:0]),
    .OUT(out_32)
  );
  BR64 BR64_inst (
    .RESET(reset_in[1]),
    .C(c[63:0]),
    .OUT(out_64)
  );
  BR128 BR128_inst (
    .RESET(reset_in[2]),
    .C(c[127:0]),
    .OUT(out_128)
  );
endmodule
`default_nettype wire
`default_nettype none
module puf_super #(
    parameter BITS = 32
) (
    input wire reset,
    input wire clk,
    input wire si,
    input wire rstn,
    input wire [1:0] puf_sel,
    input wire [1:0] length,
    output reg out,
    output wire so
);
  reg [3:0] reset_puf;
  reg [127:0] c;
  wire out_1;
  wire out_2;
  wire out_3;
  wire out_4;
  always @ (*) begin
    case(puf_sel)
      2'b00: begin 
               reset_puf <= {3'b111, reset};
               out <= out_1;
             end
      2'b01: begin
               reset_puf <= {2'b11, reset, 1'b1};
               out <= out_2; 
             end  
      2'b10: begin
               reset_puf <= {1'b1, reset, 2'b11};
               out <= out_3;
             end  
      2'b11: begin
               reset_puf <= {reset, 3'b111};
               out <= out_4;
             end
    endcase
  end
  ChalShiftReg ChalShiftReg_inst (
    .clk(clk),
    .si(si),
    .rstn(rstn),
    .c(c),
    .so(so)
  );
  puf puf1_inst (
    .reset(reset_puf[0]),
    .length(length),
    .c(c),
    .out(out_1)
  );
  puf puf2_inst (
    .reset(reset_puf[1]),
    .length(length),
    .c(c),
    .out(out_2)
  );
  puf puf3_inst (
    .reset(reset_puf[2]),
    .length(length),
    .c(c),
    .out(out_3)
  );
  puf puf4_inst (
    .reset(reset_puf[3]),
    .length(length),
    .c(c),
    .out(out_4)
  );
endmodule
`default_nettype wire
==> design/flow/run.sh <==
#!/bin/bash
# OpenROAD 26Q1-2900-gdf79404cd8, Yosys 0.63+post, stock flow scripts
make -C /OpenROAD-flow-scripts/flow DESIGN_CONFIG=/design/flow/config.mk WORK_HOME=/design/flow/orfs finish
==> design/flow/config.mk <==
export PLATFORM = sky130hd
export DESIGN_NAME = puf_super
export DESIGN_NICKNAME = puf_super
export VERILOG_FILES = /design/flow/design.v
export SDC_FILE = /design/flow/constraint.sdc
export NUM_CORES = 4
export LEC_CHECK = 1
export CORE_UTILIZATION = 40
==> design/flow/constraint.sdc <==
current_design puf_super

set clk_period 1.0
set clk_io_pct 0.2

create_clock -name clk0 -period $clk_period [get_ports {clk}]

set non_clock_inputs [all_inputs -no_clocks]
set_input_delay [expr $clk_period * $clk_io_pct] -clock clk0 $non_clock_inputs
set_output_delay [expr $clk_period * $clk_io_pct] -clock clk0 [all_outputs]
==> impl_metrics.toml <==
# synthesis and place-and-route metrics
[power]
p_clk_share_pct = 54.0
powerDensity_nw_per_um2 = 2930
combPwrFrac_pct = 0.9
power_mw = 11.8
peakVddDrop_mv = 1.46
seqPwrFrac_pct = 45.0
p_int_mw = 9.71
p_leak_nw = 2.03
power_switching_mw = 2.10
p_sw_share_pct = 17.8

[routing]
top_layer = "met4"
drcViolationCount = 0
dr.pass1.iters = 2
viasPerCell = 3.97
routed_wl_mm = 3.37
wl_per_cell_um = 12.5
via_count = 1069
dr_wl_met3_um = 199
route.met2.wl_mm = 1.39
diodes = 0
drt_first_iter_violations = 34
drt-met1-wl_mm = 1.72
antenna_left = 0

[floorplanning]
row_count = 32
io_pins = 10
die_w_um = 91.6
core_um2 = 7770
fp_util_pct = 41.4
fp.dieH_um = 91.6
dieArea_um2 = 8400

[clock_network]
clock_path_buffers = 2
cts_sinks = 128
clock_latency_ns = 0.49
clk_pin_slew_ns = 0.05
numCtsBuffers = 17
cts-root-buf = "clkbuf_8"
cts_tree = "built"
cts_setup_buffers = 0
htreeDepth = 4

[synthesis]
ys_seq_share_pct = 99.6
ys_warn_count = 15
synthesis.area_um2 = 3210
synth_cell_type_count = 3
ys_area_um2 = 3210
numSynthFlops = 128
ys_cells = 130
synthCells = 130
syn_area_per_cell_um2 = 24.7

[sta]
fin_ws_ns = -0.142
grt_setup_unrepaired = "true"
holdWs_ns = 0.148
period_minus_slack_ns = 1.14
hold_viol_final = 0
clock_skew_ns = 0.00574
max_clock_freq_mhz = 875
period_used_pct = 114
setup_viol = 1
final.setup.tns_ns = -0.142
maxSlewViolCount = 0

[worst_setup_path]
timing.rr.start = "ChalShiftReg_inst.c[34]"
cp.buffers_inverters = 1
path_max_fanout = 1
r2r_cells = 0
crit_required_ns = 0.80
cp.arrival_ns = 0.94
crit_type = "reg2out"
critPathMaxStageDelay_ns = 0.36
crit_chain = "buf_2"
crit_path_start_kind = "flop"
crit_path_end_kind = "output pin"
r2r-end = "ChalShiftReg_inst.c[35]"
crit_family = "flip-flops"
slowest_stage = "dfrtp_1"
r2r_slack_ns = 0.50

[status]
violations = "negative setup slack"
status = "complete, but fails checks"

[flow_run]
maxCapViolations = 0
warnings = 32

[global_routing]
grt_first_pass_wirelength_mm = 6.30
grt_max_degree = 78
gr-total-overflow = 0
antenna_found_initial = 0
first_global_vias = 1251
grt_use_total_pct = 10.3

[placement]
finalWeightedCongestion = 0.715
placedCellCount = 237
hpwlAfterDp_mm = 1.30
portBuffers = 3
dpl_worst_slack_ns = 0.0475
place_area_um2 = 3400

[worst_hold_path]
min_path_type = "in2reg"
hold_depth = 1
hp-start = "si"
min_to = "ChalShiftReg_inst.c[0]"

[layout]
utilization_pct = 51.9
layout.cells.non_filler = 269
largestRegisters = "ChalShiftReg_inst.c: 128 flops"
area_growth_syn_to_layout_pct = 25.5
drive_above_1_share_pct = 21.0
largest_register = "ChalShiftReg_inst.c"
fin_area_um2 = 4030
largest_reg_flops = 128
[cell usage after synthesis]
library cell  instances  area share (%)
dfrtp_1             128             100
buf_4                 1            0.23
conb_1                1            0.12
[cell families after synthesis]
kind of cell	synth area share, %
flip-flops	99.6
buffers and inverters	0.234
other	0.117
[routing by layer]
| layer | GRT usage (%) | vias to the layer above |
|---|---|---|
| met2 | 12.4 | 20 |
| met5 | 0 | - |
| li1 | - | 449 |
| met3 | 5.15 | 8 |
| met4 | 1.98 | 0 |
| met1 | 18.2 | 592 |
[worst max-delay path by stage]
stage	from	cells past startpoint	endpoint
after CTS	ChalShiftReg_inst.c[127]	1	so
after global routing	ChalShiftReg_inst.c[127]	1	so
final	ChalShiftReg_inst.c[127]	1	so
[layout by cell type (no fill, tap or decap), drive strengths merged]
cell type,count
clkinv,5
clkinvlp,1
dfrtp,128
bufinv,5
buf,5
conb,1
dlygate4sd3,1
clkbuf,20
clkdlybuf4s50,1
[what timing repair did]
action / in CTS / in global routing
hold buffers: 1 / 0
setup endpoints to repair: 1 / 1
gates resized: 3 / 0
hold endpoints to repair: 128 / 0
[final cells by class]
| class | instances | area (µm²) |
|---|---|---|
| Clock inverter | 11 | 186 |
| Sequential cell | 128 | 3200 |
| Tap cell | 102 | 128 |
| Clock buffer | 20 | 445 |
| Timing Repair Buffer | 7 | 67.6 |
| Fill cell | 607 | 3730 |
| Multi-Input combinational cell | 1 | 3.75 |
[power by group through the flow]
stage | clock network, mW | registers [mW] | logic, mW
4_1_cts | 6.54 | 5.32 | 0.120
5_1_grt | 6.83 | 5.32 | 0.135
6_report | 6.38 | 5.31 | 0.112
